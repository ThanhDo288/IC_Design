==> flow/design.v <==
module delay #(
	parameter DATA_BIT_NUM = 16,
	parameter NUMTABS = 31
)(
	input clk,
	input rst_n,
	input count,
	input calculated,
	input signed [DATA_BIT_NUM-1:0] data_in,
	output signed [DATA_BIT_NUM-1:0] data_delay_in
);
reg signed [DATA_BIT_NUM-1:0] data_delay [NUMTABS-1:0];
integer i;
always @ (posedge clk or negedge rst_n) begin
	if (~rst_n) begin
		for (i = 0; i < NUMTABS; i = i + 1) begin
			data_delay[i] <= 0;
		end
	end
	else begin
		if (calculated) begin
			data_delay[0] <= data_in;
			for (i = 1; i < NUMTABS; i = i + 1) begin
				data_delay[i] <= data_delay[i - 1];
			end
		end		
	end
end
assign data_delay_in = data_delay[count];
endmodule
==> flow/run.sh <==
#!/bin/bash
# OpenROAD 26Q1-2900-gdf79404cd8, Yosys 0.63+post, stock flow scripts
make -C /OpenROAD-flow-scripts/flow DESIGN_CONFIG=/design/flow/config.mk WORK_HOME=/design/flow/orfs finish
==> flow/config.mk <==
export PLATFORM = sky130hd
export DESIGN_NAME = delay
export DESIGN_NICKNAME = delay
export VERILOG_FILES = /design/flow/design.v
export SDC_FILE = /design/flow/constraint.sdc
export NUM_CORES = 4
export LEC_CHECK = 1
export CORE_AREA = 10 10 111 111
export DIE_AREA = 0 0 121 121
==> flow/constraint.sdc <==
current_design delay

set clk_period 1.6
set clk_io_pct 0.2

create_clock -name clk0 -period $clk_period [get_ports {clk}]

set non_clock_inputs [all_inputs -no_clocks]
set_input_delay [expr $clk_period * $clk_io_pct] -clock clk0 $non_clock_inputs
set_output_delay [expr $clk_period * $clk_io_pct] -clock clk0 [all_outputs]
==> impl_metrics.toml <==
# synthesis and place-and-route metrics
[worst_setup_path]
crit_chain = "mux2_4, dlygate4sd2_1"
worstSetupEndpointType = "output port"
crit_path_max_incr_delay_ns = 0.39
cp_top_family = "flip-flops"
critPathSlowestCell = "dfrtp_1"
arrival_ns = 1.17
crit_required_ns = 1.28
cp_num_buf_inv = 1
start_kind = "flop"
path_class = "reg2out"
crit_fanout = 2

[die]
core_region_area_um2 = 9860
floorplan.die_area_um2 = 14600
core.rowCount = 36
die_x_um = 121
io-pin-count = 36
initCoreUtil_pct = 16.2
die.size.y_um = 121

[yosys]
synthTopCellsByCount = "mux2_4, dfrtp_1, mux2_2"
async_flop_share_pct = 100
yosysWarnings = 2
top_area_share_pct = 50.2
ys_types = 5
ys.flop_type = "dfrtp_1"
edf_count = 0
ys_seq_share_pct = 50.2
yosys.area.top_type = "dfrtp_1"
ys_area_um2 = 1590
avgSynthCellArea_um2 = 18.5
yosysMostFrequentCell = "mux2_4"
synthCells = 86
synth_flops = 32
topCellsByArea = "dfrtp_1, mux2_4, mux2_2"
syn_area_um2 = 1590
synth-cells-yosys = 86

[clocking]
cts_root_buf = "clkbuf_8"
worstSkewPairLatency_ns = 0.28
htree_levels = 2
cts.clk_slew.worst_paths_ns = 0.07
cts_sinks = 32
clock_path_buffers = 2
numCtsBuffers = 5
cts_tree = "yes"

[cells_and_area]
final_core_util_pct = 23.7
regMostFlops = "data_delay"
area_growth_pct = 46.5
largest_reg_flops = 32
nFillCells = 1011
top_regs = "data_delay: 32 flops"
design_area_um2 = 2330
stdcell_count = 280
final_layout_size_suffix_gt1_share_pct = 55.1

[sta]
layout_min_cycle_time_ns = 1.49
finalHoldViolCount = 0
finalCritPeriodShare_pct = 93.0
worst_slew_pin_slew_ns = 0.860
slew_headroom_pct = 42.5
grt_setup_unrepaired = "false"
slew_violations = 0
setup_viol = 0
skew_ns = 0.00581
setup_slack_ns = 0.112
fmax_ghz = 0.672

[route]
ant_nets = 0
antenna-diode-count = 0
drc = 0
detail_route.wl_per_cell_um = 12.4
postRouteWirelength_um = 3480
vias = 907
drt-initial-drc-count = 39
drt-pass1-iter-count = 3
viasPerCell = 3.24

[grt]
grt_pass1_wl_um = 5750
antenna_found_initial = 0
overflow = 0
grt_pass1_vias = 1038
track_usage_pct = 4.94
grt_max_degree = 20

[power_and_ir_drop]
vdd_drop_max_mv = 0.275
p_leak_nw = 1.10
power.total_mw = 2.25
power_density_nw_per_um2 = 962

[worst_hold_path]
holdCritPathClass = "in2async"

[run_status]
status = "finished clean"

[placement]
dp.cells = 252
place_area_um2 = 2070
port_buffers = 35
dp_slack_ns = -0.541
dp_hpwl_um = 2260
gp_congestion = 0.716

[run]
warnings = 25
cap_violations = 0
-- cell type report --
type	instances	area, µm²	share of cell area, %
Timing Repair Buffer	59	562	24.1
Clock inverter	2	35.0	1.50
Multi-Input combinational cell	48	698	29.9
Tap cell	133	166	7.13
Clock buffer	6	72.6	3.11
Sequential cell	32	801	34.3
-- placed cells by master, fill, tap and decap left out --
master and count:
buf_12 3, buf_16 1, buf_2 2, buf_4 19
buf_6 1, bufinv_16 1, clkbuf_1 1, clkbuf_8 5
clkdlybuf4s50_1 16, clkinv_2 1, dfrtp_1 32, dlygate4sd2_1 16
dlygate4sd3_1 1, mux2_2 6, mux2_4 42
-- metal layers --
layer / GRT usage (%) / up-vias / wire length, µm
met2: 6.90 / 28 / 1430
li1: - / 429 / -
met5: 0 / - / 0
met4: 0.603 / 0 / 38
met1: 7.17 / 445 / 1720
met3: 2.03 / 5 / 294
-- path summary, 6_finish.rpt --
kind | to | slack, ns | start | depth (start not counted)
max | data_delay_in[13] | 0.11 | data_delay[0][13] | 2
min | data_delay[0][15] | 0.004 | rst_n | 2
max reg2reg | data_delay[0][13] | 0.70 | data_delay[0][13] | 2
min reg2reg | data_delay[1][15] | 0.51 | data_delay[1][15] | 1
max in group asynchronous | data_delay[1][14] | 0.35 | rst_n | 2
min in group clk0 | data_delay[0][3] | 0.48 | calculated | 2
-- worst reg2reg max path, cell delays in order (launching register included) --
cell and delay (ns):
dfrtp_1 0.39, buf_4 0.14, mux2_4 0.25
-- cells by family after synthesis --
family / share of synthesized area (%)
buffers and inverters: 6.44
DFF: 50.2
muxes: 43.3
-- report_power, final --
part,internal [mW],total [mW],switching (mW)
combinational,0.391,0.529,0.138
sequential,0.910,0.961,0.0509
clock,0.462,0.755,0.293
total,1.76,2.25,0.482
-- through the flow --
stage                     setup TNS, ns  hold WS, ns
final                                 0      0.00370
after global routing                  0       0.0275
after CTS                             0       0.0106
after detailed placement          -7.98        0.299
after global placement            -7.85        0.307
after floorplan                       0       0.0244
-- repair_timing --
action                                  4_1_cts  5_1_grt
resized                                      26        0
endpoints found under the setup margin       16        0
hold buffers                                  1        0
buffers inserted                             18        0
endpoints found under the hold margin        19        0
